## ./constraint.sdc

```tcl
current_design datamemo

set clk_period 7.4
set clk_io_pct 0.2

create_clock -name clk0 -period $clk_period [get_ports {clk}]

set non_clock_inputs [all_inputs -no_clocks]
set_input_delay [expr $clk_period * $clk_io_pct] -clock clk0 $non_clock_inputs
set_output_delay [expr $clk_period * $clk_io_pct] -clock clk0 [all_outputs]
```

## ./design.v

```verilog
module datamemo #(
   parameter WIDTH=32,LENGTH=32
 ) (
   address,datain,we,clk,
   dataout
 );
 input [WIDTH-1:0] address,datain;
 input we,clk;
 output [WIDTH-1:0] dataout;
 reg [WIDTH-1:0] datamem [0:LENGTH-1];
 assign dataout =datamem[address[6:2]];
 always @(posedge clk) begin
   if(we) datamem[address[6:2]]<=datain;
 end
 initial begin
   for (integer i =0 ;i<LENGTH ;i++ ) begin
      datamem[i]=0;
   end
 datamem[5'h14] = 32'h000000a3;  
 datamem[5'h15] = 32'h00000027;  
 datamem[5'h16] = 32'h00000079;  
 datamem[5'h17] = 32'h00000115;  
 end
 endmodule
```

## ./run.sh

```bash
#!/bin/bash
# OpenROAD 26Q1-2900-gdf79404cd8, Yosys 0.63+post, stock flow scripts
make -C /OpenROAD-flow-scripts/flow DESIGN_CONFIG=/design/flow/config.mk WORK_HOME=/design/flow/orfs finish
```

## ./config.mk

```make
export PLATFORM = sky130hd
export DESIGN_NAME = datamemo
export DESIGN_NICKNAME = datamemo
export VERILOG_FILES = /design/flow/design.v
export SDC_FILE = /design/flow/constraint.sdc
export NUM_CORES = 4
export LEC_CHECK = 1
export CORE_UTILIZATION = 30
```

==> run summary <==
Physical design

The leakage component of the power stands at 15.2 nW. STA classifies the critical path startpoint as a primary input. Of the total power, combinational logic draws 4.9%. Sorting the synthesized cells by area gives the leading types as sky130_fd_sc_hd__edfxtp_1 79%, sky130_fd_sc_hd__mux2i_1 13%, sky130_fd_sc_hd__o22ai_1 4.1%, sky130_fd_sc_hd__buf_2 1.0%, sky130_fd_sc_hd__nor4_1 1.0%. From left edge to right edge, the die measures 363 microns. The total setup buffers inserted after CTS stands at 0.

The count of input and output buffers stands at 70. The path class of the tightest hold or removal check is in2reg. TritonRoute output was used to compute an average wire per cell of 24.0 microns. Entering global routing, the biggest net connects 102 pins. Of all nets on the critical path, the largest fanout is 19. For reference, the final report shows the max-slew violation count at 0.

By instance count, the leading cell after synthesis is sky130_fd_sc_hd__edfxtp_1. Per the synth stats, the flop cell with the highest instance count is sky130_fd_sc_hd__edfxtp_1. The remaining global-route overflow stands at 0. The biggest area contributor in the post-synthesis netlist is sky130_fd_sc_hd__edfxtp_1.

The average vias per placed instance stands at 4.88. Across the run, the number of max-cap violations was 0. According to the floorplan report, the placeable core area is 129,000 sq um.

For this design, the slowest cell found on the critical path is sky130_fd_sc_hd__clkdlybuf4s50_1. After layout, the worst path uses 87.3% of the clock period. The congestion estimate from routability-driven global placement came to 0.816. The power density over the cells stands at 257 nW/um^2. The worst setup path is of the in2out kind.

The buffer levels on the longest clock path stands at 3. The first global-routing pass estimated 138 mm of wire. The total antenna diodes in the routed design stands at 0. The number of placed instances with taps included stands at 3,858. The number of resized instances in the post-cts repair step stands at 0. The synthesized netlist handed to floorplanning was reported with a cell count of 2,075. The iteration count recorded for the first detailed-route pass is 7. The number of setup violations in the final report stands at 0. The area occupied by registers stands at 30,700 sq um. The total chip power stands at 11.7 mW. A synthesized cell averages 18.8 sq um. The slack of the critical path stands at 0.937 ns. The actual slew at the worst max-slew pin stands at 0.988 ns. The number of global-route vias before repair stands at 21,200. Measured on the finished design, the core utilization comes to 35.0%. The register share after synthesis stands at 78.6%. The number of flip-flops under the largest register name stands at 1,024. In the routed design, unresolved DRC markers number 0. The required time of the critical path stands at 5.92 ns. Total global-route track usage over all layers is 15.7%. The worst slew slack as a fraction of its limit stands at 33.9%. The internal portion of the total power is 9.28 mW. The upper clock frequency limit stands at 0.155 GHz. The number of cells in the finished layout apart from fillers stands at 4,025. CTS built an H-tree with a depth of 3. The largest stage delay on the critical path stands at 0.73 ns. Per the post-route antenna check, the number of violating nets is 0. The post-place setup slack stands at 0.959 ns. The proportion of power drawn by the clock network stands at 39.6%.

The total I/O pin count stands at 98. The violation tally recorded at the end of detailed-routing iteration 0 is 1,018. The worst hold slack after final layout stands at 1.64 ns. In this run, CTS created clock tree buffers numbering 93. The number of antenna violations at the first check in global routing came to 4. The floorplan step defined a die boundary enclosing 132,000 sq um. The vertical die dimension reported for this design is 363 microns. The distinct cell type count after synthesis stands at 22.

Sequential cells burn 55.5% of the power. Setup repair after global routing left no endpoint under its margin. Summing over every cut layer, the via total after detailed routing is 19,600. The area occupied by multi-input gates stands at 7920 sq um. The post-detailed-routing wire length stands at 96.8 mm.

STA classifies the critical path endpoint as an output port. The row count stands at 132. The report lists the cells along the critical path as clkdlybuf4s50_1 > buf_4 > nand4bb_4 > buf_4 > o22ai_1 > nor4_1 > nand2_1 > clkdlybuf4s50_1. The final critical path time including I/O delays and setup stands at 6.46 ns. The post-synthesis chip area from yosys stands at 39,100 sq um. The share of flip-flops with an asynchronous set or reset stands at 0%. With fillers left out, the area of the finished cells amounts to 45,300 sq um.

The flow ran to the end, and the final reports show no timing, DRC or antenna violations. The hold buffer count at cts stands at 0. In this run the cell area of the synthesized design comes to 39,100 sq um. Ranked by instance count, the synthesized netlist is headed by 1,024 x sky130_fd_sc_hd__edfxtp_1, 512 x sky130_fd_sc_hd__mux2i_1, 256 x sky130_fd_sc_hd__o22ai_1. The analysis reports a worst IR drop on VDD of 0.000175 V. The area overhead of the layout relative to synthesis stands at 15.9%. The proportion of layout cells with a drive suffix above 1 stands at 12.4%. In this run, synthesis produced a sequential element count of 1,024.

The fraction of synthesized cell area taken by the top area cell type stands at 78.6%. Counting flops with a built-in enable in the synthesized netlist gives 1,024. TritonCTS built the clock tree. For this run, the number of Yosys warnings is 1. The script extracted a net switching power of 2.37 mW. In this run switching power makes up 20.4% of total power. Endpoints failing hold in the final report were tallied at 0. The OpenROAD warning count stands at 55.

The post-route setup TNS stands at 0 ns. The arrival time of data at the worst endpoint is listed as 4.98 ns. The number of cells in the yosys synthesis report stands at 2,075. The total clock sinks stands at 1,024. The initial core utilization stands at 30.2%. The fill cell instance count of the final layout stands at 11,700.

Summing all placed instances gives a cell area of 42,400 sq um. The register clock-pin slew on the reported worst setup and hold paths stands at 0.06 ns. The tree is rooted in a sky130_fd_sc_hd__clkbuf_16. For this run the detailed placement stage logged an HPWL of 52.5 mm.
[path summary, 6_finish.rpt]
| kind | slack, ns | startpoint | depth (start not counted) | to |
|---|---|---|---|---|
| worst max-delay path | 0.94 | address[4] | 8 | dataout[4] |
| worst min-delay path | 1.64 | datain[20] | 2 | datamem[25][20] |
[critical path, delay by kind of cell]
family                 cells  cell delay (ns)
buffers and inverters      4             2.05
AOI/OAI and AO/OA          1             0.14
and+or+nand+nor            3             1.30
[cell usage in the layout, fill, tap and decap left out, types with 3 or more instances in the layout]
master                            synthesis  final
sky130_fd_sc_hd__edfxtp_1              1024   1024
sky130_fd_sc_hd__clkbuf_16                0     96
sky130_fd_sc_hd__nand4bb_4                0      3
sky130_fd_sc_hd__clkinvlp_4               0      5
sky130_fd_sc_hd__nand4bb_2                0      3
sky130_fd_sc_hd__clkdlybuf4s50_1          0     69
sky130_fd_sc_hd__or4b_4                   3      3
sky130_fd_sc_hd__clkbuf_1                23     12
sky130_fd_sc_hd__o22ai_1                256    256
sky130_fd_sc_hd__bufinv_16                0      7
sky130_fd_sc_hd__buf_12                   0      6
sky130_fd_sc_hd__nand4b_1                 4      4
sky130_fd_sc_hd__or3b_2                   3      3
sky130_fd_sc_hd__clkinv_8                 0      3
sky130_fd_sc_hd__nand3b_1                 4      4
sky130_fd_sc_hd__nor2_4                   0     28
sky130_fd_sc_hd__mux2i_1                512    512
sky130_fd_sc_hd__nor4_1                  64     64
sky130_fd_sc_hd__nand2_1                 34     34
sky130_fd_sc_hd__buf_4                    2     91
sky130_fd_sc_hd__clkinv_1                 0     16
sky130_fd_sc_hd__clkinv_2                 0     26
sky130_fd_sc_hd__nor3_2                   0      4
[area by class of cell]
type / instances / share of cell area (%)
multi-input combinational: 925 / 17.5
clock inverter: 59 / 1.11
tap: 1742 / 4.81
clock buffer: 108 / 5.40
timing repair buffer: 167 / 3.33
sequential: 1024 / 67.9
[power groups by stage]
stage	logic [mW]	registers, mW	clock network, mW
final	0.566	6.47	4.62
after global routing	0.615	6.47	4.90
after CTS	0.578	6.47	4.70
[layer usage]
metal	up-vias	GRT usage, %	wire length (microns)
met3	164	13.3	17400
met2	1279	24.5	46200
met4	16	3.61	2640
li1	8748	-	-
met1	9435	15.5	30300
met5	-	1.49	267
[logic make-up (layout without fill, tap and decap cells)]
group | Yosys count | after routing | share of synthesized area (%)
buffers and inverters | 126 | 334 | 1.85
AND/OR/NAND/NOR | 157 | 157 | 2.30
multiplexers | 512 | 512 | 13.1
flip-flops | 1024 | 1024 | 78.6
AND-OR/OR-AND | 256 | 256 | 4.10
Power is estimated from default activity; no workload was simulated.
