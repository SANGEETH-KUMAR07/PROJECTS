==> ./design.v <==
module instruction_memory #(
    parameter WIDTH=32 , LENGTH=32 )(
    input [WIDTH-1:0] address,
    output [WIDTH-1:0] inst
 );
 wire [WIDTH-1:0] rom [0:LENGTH-1];
 assign rom[5'h00] = 32'h3c010000;  
 assign rom[5'h01] = 32'h34240050;  
 assign rom[5'h02] = 32'h20050004;  
 assign rom[5'h03] = 32'h0c000018;  
 assign rom[5'h04] = 32'hac820000;  
 assign rom[5'h05] = 32'h8c890000;  
 assign rom[5'h06] = 32'h01244022;  
 assign rom[5'h07] = 32'h20050003;  
 assign rom[5'h08] = 32'h20a5ffff;  
 assign rom[5'h09] = 32'h34a8ffff;  
 assign rom[5'h0A] = 32'h39085555;  
 assign rom[5'h0B] = 32'h2009ffff;  
 assign rom[5'h0C] = 32'h312affff;  
 assign rom[5'h0D] = 32'h01493025;  
 assign rom[5'h0E] = 32'h01494026;  
 assign rom[5'h0F] = 32'h01463824;  
 assign rom[5'h10] = 32'h10a00001;  
 assign rom[5'h11] = 32'h08000008;  
 assign rom[5'h12] = 32'h2005ffff;  
 assign rom[5'h13] = 32'h000543c0;  
 assign rom[5'h14] = 32'h00084400;  
 assign rom[5'h15] = 32'h00084403;  
 assign rom[5'h16] = 32'h000843c2;  
 assign rom[5'h17] = 32'h08000017;  
 assign rom[5'h18] = 32'h00004020;  
 assign rom[5'h19] = 32'h8c890000;  
 assign rom[5'h1A] = 32'h20840004;  
 assign rom[5'h1B] = 32'h01094020;  
 assign rom[5'h1C] = 32'h20a5ffff;  
 assign rom[5'h1D] = 32'h14a0fffb;  
 assign rom[5'h1E] = 32'h00081000;  
 assign rom[5'h1F] = 32'h03e00008;  
 assign inst = rom[address[6:2]];  
 endmodule
==> ./run.sh <==
#!/bin/bash
# OpenROAD 26Q1-2900-gdf79404cd8, Yosys 0.63+post, stock flow scripts
make -C /OpenROAD-flow-scripts/flow DESIGN_CONFIG=/design/flow/config.mk WORK_HOME=/design/flow/orfs finish
==> ./config.mk <==
export PLATFORM = sky130hd
export DESIGN_NAME = instruction_memory
export DESIGN_NICKNAME = instruction_memory
export VERILOG_FILES = /design/flow/design.v
export SDC_FILE = /design/flow/constraint.sdc
export NUM_CORES = 4
export LEC_CHECK = 1
export CORE_AREA = 10 10 80 80
export DIE_AREA = 0 0 90 90
==> ./constraint.sdc <==
current_design instruction_memory

set clk_period 2.5
set clk_io_pct 0.2

create_clock -name clk0 -period $clk_period

set non_clock_inputs [all_inputs -no_clocks]
set_input_delay [expr $clk_period * $clk_io_pct] -clock clk0 $non_clock_inputs
set_output_delay [expr $clk_period * $clk_io_pct] -clock clk0 [all_outputs]
==> deck_impl_summary.md <==
Run Summary

Final layout
  • MI comb area: about 1000 sq um
  • Final core utilization: 42.6%
  • Count of filler cells inserted in the layout: between 400 and 500
  • Total area of sequential cells: 0 sq um
  • Area Overhead vs Synth: 83.9%
  • Highest-count cells in the layout ignoring fill and taps: sky130_fd_sc_hd__buf_4 (43), sky130_fd_sc_hd__clkdlybuf4s50_1 (20), sky130_fd_sc_hd__a21oi_1 (12), sky130_fd_sc_hd__o21ai_0 (12), sky130_fd_sc_hd__dlygate4sd2_1 (8)
  • Most common library cell in the layout ignoring fill and taps: sky130_fd_sc_hd__buf_4
  • FF+latch count: 0
  • Share of final-layout standard cells stronger than drive strength 1: roughly 38%
  • Finished layout cell area: 2010 sq um
  • Layout clock buffer count: 0
  • Cell Count, Final, Fillers Out: 305

Setup path
  • WP data arrival: around 1900 ps
  • Critical path endpoint category: output port
  • Startpoint kind of the worst setup timing path: input pin
  • CP cell instances: clkbuf_4 -> buf_12 -> nand2b_1 -> buf_4 -> a21oi_1 -> o31a_1 -> clkdlybuf4s50_1
  • Crit Path Category: input pin to output port
  • Slowest stage cell, crit path: sky130_fd_sc_hd__clkdlybuf4s50_1
  • Largest driver fanout on the critical path: 12
  • Worst Path Required: 2000 ps
  • Stage delay of the slowest cell on the critical path: 470 ps

Route
  • Number of nets with antenna violations after detailed routing: 0
  • Number of DRC violations after detailed routing: 0
  • Ratio of routed vias to standard cells: between 5 and 6
  • Routed WL: 4730 um
  • Drt first-iter violations: 181
  • Detailed-route via count: 1616
  • First-pass detailed-route iteration total: 4
  • Number of inserted diodes: 0
  • Routed wire per std cell: roughly 16 um

Timing
  • Setup repair after global routing missed its margin: false
  • Setup violation total in the final timing report: 0
  • Final count of hold timing violations: 0
  • Maximum clock rate: 410 MHz
  • Post-layout min period: between 2000 and 2500 ps
  • Final Worst Setup Slack: 61.0 ps
  • Pins over their slew limit: 0
  • Fin crit share: a little over nine tenths

Floorplan
  • Initial core utilization: 23.2%
  • Core Region: 4720 sq um
  • Chip Area: 8100 sq um
  • Vert. Die Dim: 90 um
  • Boundary pin count: between 60 and 70
  • Cell row count: 25
  • Horizontal die size: 90 um

Worst hold path
  • WHS Endpoint: inst[3]
  • Worst hold path cell count: 5
  • Type of the worst min-delay path: input pin to output port
  • Worst min-delay path startpoint: address[5]

Yosys
  • Post-synthesis instance area: 1090 sq um
  • Cell types occupying the most area after synthesis: sky130_fd_sc_hd__o21ai_0 (8.2%), sky130_fd_sc_hd__a21oi_1 (6.4%), sky130_fd_sc_hd__buf_2 (6.4%)
  • Per-instance average area after synthesis: ~6.3 sq um
  • Count of instantiated cells in the yosys netlist: around 170
  • Chip area in the Yosys report: 1090 sq um
  • Register area share after synthesis: 0%
  • Synth Warn #: 1
  • Tally of unique sky130hd cells used after synthesis: 52
  • Top-area cell share: 8.23%
  • Top cell type by total area after synthesis: sky130_fd_sc_hd__o21ai_0
  • Count of mapped cells out of synthesis: between 150 and 200

Run status
  • Run status: complete, no violations

Place
  • Dpl ws: -400 ps
  • Post-DP HPWL: 3190 um
  • # placed instances: 298
  • Routability congestion estimate: ~0.92
  • Count of buffers inserted at the top-level ports: 35
  • Placed inst area: 1790 sq um

Run
  • OpenROAD warning count: a little under 60
  • Number of max-capacitance violations reported: 0

Global route
  • Pin count of the biggest net entering global routing: 22
  • Global route overflow: 0
  • Number of antenna violations at the first check in global routing: 0
  • GRT Resource Usage Total: between 10% and 20%
  • Wire length of the first global-routing pass: 7870 um
  • Number of global-route vias before repair: 1528

Power
  • Power density over the cells: 182 nW/um^2
  • Worst IR drop on VDD: 0.0917 mV
  • Reported leakage power: 0.000881 uW

CTS
  • CTS Hold Buffers Added: 0
[Yosys cell counts, types with 5 or more instances]
library cell	number
sky130_fd_sc_hd__a21oi_1	14
sky130_fd_sc_hd__mux2i_1	6
sky130_fd_sc_hd__nand2b_1	6
sky130_fd_sc_hd__nand2_1	8
sky130_fd_sc_hd__buf_2	14
sky130_fd_sc_hd__nand3_1	5
sky130_fd_sc_hd__nor2b_1	8
sky130_fd_sc_hd__o21ai_0	18
sky130_fd_sc_hd__buf_4	6
sky130_fd_sc_hd__a31oi_1	5
sky130_fd_sc_hd__nor2_1	9
sky130_fd_sc_hd__clkbuf_1	5
[area by class of cell]
class	instances	area share, %
tap	67	4.16
inverter	5	1.18
timing repair buffer	89	42.9
multi-input combinational	144	51.8
[worst max-delay path: cells and delay by family]
family          cells  cell delay, ps
compound gates      2             310
simple gates        1             170
buf+inv             4             960
[routing by layer]
layer / GRT usage [%] / wire length, um / vias to the layer above
met2: 17.7 / 2120 / 75
met3: 1.51 / 368 / 10
met1: 16.1 / 2160 / 742
li1: - / - / 789
met5: 0 / 0 / -
met4: 1.06 / 84 / 0
[report_power, final]
part | leakage (uW) | switching, uW | internal, uW
sequential | 0 | 0 | 0
clock | 0 | 0 | 0
combinational | 0.000881 | 153 | 212
[how the worst max path moves through the flow]
stage           from       end  slack [ps]  cells past startpoint
6_report  address[4]  inst[26]          60                      7
5_1_grt   address[3]  inst[19]           3                      6
4_1_cts   address[3]   inst[3]           7                      6
[cells by family (layout without fill, tap and decap cells)]
| group | count (synthesis) | in the layout | synth area share [%] |
|---|---|---|---|
| AND-OR/OR-AND | 72 | 72 | 44.1 |
| XOR/XNOR | 1 | 1 | 0.800 |
| buffers and inverters | 31 | 94 | 15.0 |
| multiplexers | 6 | 6 | 5.49 |
| other | 1 | 2 | 0.343 |
| AND/OR/NAND/NOR | 63 | 63 | 34.3 |
[repair_timing]
action                                  4_1_cts  5_1_grt
gates resized                                45       22
buffers inserted                              3        0
cloned                                        4        0
pin swaps                                     5        2
endpoints found under the setup margin       30       15
[metrics by stage]
step                hold WS [ps]  power [uW]  TNS [ps]
floorplan                   1140         151         0
global placement            2170         326     -9420
detailed placement          2180         326     -9370
CTS                         1680         358         0
global route                1700         398         0
finish                      1630         366         0
No activity file was given, so power comes from the tool's default toggle rates.
