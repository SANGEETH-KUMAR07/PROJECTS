===== /design/flow/config.mk =====
export PLATFORM = sky130hd
export DESIGN_NAME = alu
export DESIGN_NICKNAME = alu
export VERILOG_FILES = /design/flow/design.v
export SDC_FILE = /design/flow/constraint.sdc
export NUM_CORES = 4
export LEC_CHECK = 1
export CORE_UTILIZATION = 30

===== /design/flow/constraint.sdc =====
current_design alu

set clk_period 12.4
set clk_io_pct 0.2

create_clock -name clk0 -period $clk_period

set non_clock_inputs [all_inputs -no_clocks]
set_input_delay [expr $clk_period * $clk_io_pct] -clock clk0 $non_clock_inputs
set_output_delay [expr $clk_period * $clk_io_pct] -clock clk0 [all_outputs]

===== /design/flow/design.v =====
module alu #(
    parameter WIDTH=32
) (
    output reg [WIDTH-1:0] sum,
    output   z  ,
    input [WIDTH-1:0] a,b,
    input [3:0] oper 
);
always@(*)
begin
    casex (oper)
        4'bx000:sum=a+b;                     
        4'bx100:sum=a+~b+1;                  
        4'bx001:sum=a&b;                     
        4'bx101:sum=a|b;                     
        4'bx010:sum=a^b;                     
        4'bx110:sum={b[15:0],16'h0000};      
        4'b0011:sum=b<<a[4:0];               
        4'b0111:sum=b>>a[4:0];               
        4'b1111:sum=b>>>a[4:0];              
        default:sum=a;
    endcase 
end
assign z=(sum==0);
endmodule 
module t_alu #(
    parameter WIDTH=32
) ();
reg[WIDTH-1:0] a,b;
reg[3:0]oper;
wire[WIDTH-1:0] sum;
wire z ;
alu m1 (sum,z,a,b,oper);
initial begin
    a=32'h00000072;
    b=32'h00000021;
    for (integer i =0 ;i<16 ;i++ ) begin
        #5 oper=i;
    end
end
initial begin
    $monitor("a=%h ,b=%h ,op=%b,sum=%h. ,z=%b",a,b,oper,sum,z);
    $dumpfile("alu.vcd");
    $dumpvars(0,t_alu);
end
endmodule

===== /design/flow/run.sh =====
#!/bin/bash
# OpenROAD 26Q1-2900-gdf79404cd8, Yosys 0.63+post, stock flow scripts
make -C /OpenROAD-flow-scripts/flow DESIGN_CONFIG=/design/flow/config.mk WORK_HOME=/design/flow/orfs finish

==> summary.json <==
{
  "peakVddDrop_mv": 0.0204,
  "sequential_cell_area_um2": 0,
  "grt_first_pass_wirelength_um": 82400,
  "worst_pin_slew_ns": 0.897,
  "hp-class": "in2out",
  "chipArea_um2": 34500,
  "critical_path.endpoint_type": "output port",
  "synthTopCellsByArea": "ha_1 12%, mux4_2 10%, a21oi_1 6.2%, nor2_1 5.3%, mux2i_1 5.0%",
  "path_buffers": 3,
  "yosys-stat-area_um2": 10100,
  "timing_limited_maximum_frequency_mhz": 90.6,
  "min_period_ns": 11.03,
  "worstSetupPathDepth": 15,
  "cts_hold_buf": 0,
  "post_synthesis_instance_area_um2": 10100,
  "detailedPlacementHpwl_um": 44700,
  "drt.antenna.violating_nets": 0,
  "status": "finished clean",
  "grt-ovfl-total": 0,
  "stage_log_warnings": 96,
  "die_height_um": 186,
  "timing.critical_path.required_ns": 9.92,
  "vias": 12400,
  "worst_setup_path_endpoint": "z",
  "detail_routed_via_count_per_cell": 6.54,
  "pin_count_of_the_biggest_net_entering_global_routing": 57,
  "design.portCount": 101,
  "avg_cell_area_syn_um2": 7.02,
  "cellLeakagePower_nw": 4.47,
  "path_delay_family": "simple AND/OR/NAND/NOR gates",
  "core_area_um2": 32900,
  "total_number_of_sequential_cells": 0,
  "final-setup-viol-count": 0,
  "timing.critical_path.arrival_ns": 8.55,
  "worst-setup-path-type": "in2out",
  "synthCells": 1444,
  "grt_usage": 0.335,
  "drc": 0,
  "placement_rows": 66,
  "buffers_inserted_by_post_cts_timing_repair": 0,
  "grt_setup_unrepaired": "false",
  "worst_setup_path_startpoint": "b[4]",
  "yosysCellCount": 1444,
  "synthesis.yosys.warnings": 1,
  "postCtsResizedCells": 0,
  "critical_path.max_fanout": 14,
  "cpPeakStageDelay_ns": 0.82,
  "final_core_utilization": 0.346,
  "worstHoldStart": "a[16]",
  "routedWlPerCell_um": 30.1,
  "p_total_mw": 0.578,
  "num_antenna_cells": 0,
  "yosys.area.top_type": "ha_1",
  "fp_util": 0.308,
  "final.period_utilization": 0.890,
  "first_global_vias": 11500,
  "tns_ns": 0,
  "n_fill_cell": 3580,
  "chipWidth_um": 186,
  "grt_antenna_before_repair": 1,
  "synth_top_cell_by_count": "nor2_1",
  "netlist_top_cells_count": "142 x nor2_1, 125 x a21oi_1, 124 x nand2_1, 99 x inv_1, 96 x ha_1",
  "seq_area_frac_synth": 0,
  "slew_violations": 0,
  "cap_viol_max_count": 0,
  "cpMaxStageDelayCell": "clkdlybuf4s50_1",
  "synth.lib_cells_used.distinct": 84,
  "setup.worst_path.start_class": "primary input",
  "flow.area_growth_from_synthesis_pct": 12.4,
  "final_weighted_congestion_in_routability_driven_placement": 1.07,
  "clkbuf_count": 0,
  "slew_headroom": 0.402,
  "first_pass_iters": 7,
  "post_route_cells_drive_above_1_share": 0.117,
  "final_hold_viol_count": 0,
  "first_iter_violations": 1368,
  "drt_total_wl_um": 57100,
  "power_per_cell_area_nw_per_um2": 50.8,
  "numPortBuffers": 101,
  "cp_cell_sequence": "clkdlybuf4s50_1 > inv_1 > ha_1 > o211ai_1 > o21ai_0 > mux2i_1 > or3_1 > o32a_1 > a2111oi_2 > or4b_1 > nor4_1 > nor4b_2 > or4b_1 > nor4_2 > clkdlybuf4s50_1",
  "post-synth-top-area-fraction": 0.119
}
where the power goes:
part | leakage, nW | total (mW) | internal (mW) | switching, mW
clock | 0 | 0 | 0 | 0
sequential | 0 | 0 | 0 | 0
combinational | 4.47 | 0.578 | 0.223 | 0.355
total | 4.47 | 0.578 | 0.223 | 0.355
metal layers:
layer,track usage,part of all wire
met4,0.108,0.039
met1,0.473,0.43
met5,0,0.00023
met3,0.0528,0.082
met2,0.524,0.45
cell type report:
type / count / area, um2 / share of cell area
multi-input cells: 1207 / 9120 / 0.801
repair buffers: 145 / 1320 / 0.116
well taps: 442 / 553 / 0.0486
inverters: 104 / 395 / 0.0347
layout by cell type, fill, tap and decap left out, drive strengths merged, types with 8 or more instances in the layout:
cell type      Yosys  layout
o21bai             9       9
ha                96      96
clkdlybuf4s50      0      96
a211oi            24      24
mux2              43      43
nand4             12      12
inv              103     103
nand3             35      35
o21ai             83      83
and2               8       8
nand2            124     124
a2111oi           14      14
nor3              29      29
buf               55      49
a21oi            125     125
a31oi             15      15
mux4              49      49
a22oi             24      24
nor4              12      12
o22ai             23      23
or2                9       9
o211ai            12      12
nand2b            17      17
nor2             142     142
xnor2             21      21
a21o              15      15
a211o              9       9
nor2b             15      15
o221ai            15      15
o31ai             12      12
mux2i             51      51
o32a              11      11
a221oi            19      19
or3               12      12
worst min-delay path, delay by kind of cell:
family / cells / cell delay, ns
compound gates: 1 / 0.09
buf+inv: 3 / 0.99
cells by family after synthesis:
logic type               Yosys count  share of synthesized area
AND/OR/NAND/NOR                  439                      0.204
AND-OR/OR-AND                    504                      0.344
buffers and inverters            237                      0.101
XOR/XNOR                          23                     0.0199
multiplexers                     143                      0.208
adder cells (fa/ha/maj)           98                      0.123
stage by stage:
step                cells  area [um2]  setup WS (ns)  hold slack (ns)
floorplan            1444       10100           2.86             5.05
global placement     1898       11400           1.48             6.04
detailed placement   1898       11400           1.47             6.03
CTS                  1898       11400           1.39             6.04
global route         1898       11400           1.11             6.10
finish               1898       11400           1.37             6.05
how the worst min path moves through the flow:
stage / end / slack (ns) / cells after the start
CTS: sum[26] / 6.04 / 4
global route: sum[26] / 6.10 / 4
finish: sum[16] / 6.05 / 4
Power figures rest on the tool's default switching activity, not on a simulated workload.
